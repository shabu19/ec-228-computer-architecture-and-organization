[flow/config.mk]
export PLATFORM = sky130hd
export DESIGN_NAME = cep
export DESIGN_NICKNAME = cep
export VERILOG_FILES = /design/flow/design.v
export SDC_FILE = /design/flow/constraint.sdc
export NUM_CORES = 4
export LEC_CHECK = 1
export CORE_AREA = 10 10 70 70
export DIE_AREA = 0 0 80 80
[flow/constraint.sdc]
current_design cep

set clk_period 1.3
set clk_io_pct 0.2

create_clock -name clk0 -period $clk_period

set non_clock_inputs [all_inputs -no_clocks]
set_input_delay [expr $clk_period * $clk_io_pct] -clock clk0 $non_clock_inputs
set_output_delay [expr $clk_period * $clk_io_pct] -clock clk0 [all_outputs]
[flow/design.v]
module cep(
	input [3:0]a,
	input [3:0]b,
	output [3:0]aa,
	output [3:0]bb,
	output [3:0]c	);
assign aa=a&-1;
assign bb=b|aa;
assign c=(aa==bb)?aa+bb:aa-bb;
endmodule
module test_cep();
reg [3:0]a,b;
wire [3:0]aa,bb,c;
cep i_cep (a,b,aa,bb,c);
initial begin
a=-1;
b=2;
end
endmodule
[flow/run.sh]
#!/bin/bash
# OpenROAD 26Q1-2900-gdf79404cd8, Yosys 0.63+post, stock flow scripts
make -C /OpenROAD-flow-scripts/flow DESIGN_CONFIG=/design/flow/config.mk WORK_HOME=/design/flow/orfs finish
==> results_dict.tcl <==
# metrics dict for downstream scripts
set metrics [dict create \
    outcome "finished with violations" \
    violations_in_the_final_reports "negative setup slack" \
    die.size.x_um 80 \
    area_leaders "sky130_fd_sc_hd__or2_2 (15%), sky130_fd_sc_hd__buf_4 (14%), sky130_fd_sc_hd__ha_1 (12%)" \
    ys_sh_xor_pct 0 \
    worst_ir_drop_vdd_v 0.0000738 \
    detailed_place_hpwl_um 745 \
    maxSlewHeadroom_pct 84.5 \
    fin_hold_ws_ns 0.910 \
    timing.final.setup_violations 3 \
    cts_hold_buf 0 \
    layout_overhead_on_the_synthesized_area_pct 166 \
    period_needed_ns 1.54 \
    crit_path_cell_trace "buf_6, nor2b_4, ha_2, or2_4, o41ai_2, o22ai_1, buf_2" \
    final_layout_top_logic_cell "sky130_fd_sc_hd__buf_4" \
    max_stage_delay_ns 0.22 \
    die_y_um 80 \
    synth_area_per_cell_um2 7.69 \
    placed_cell_areas_um2 492 \
    yosysChipArea_um2 215 \
    synth-simple-area-share_pct 44.2 \
    yosys.area.top_type_share_pct 14.5 \
    initialDrtViolationCount 7 \
    grt_usage_pct 2.72 \
    timing.critical_path.arrival_ns 1.28 \
    floorplan.rows 21 \
    worst_hold_path_type "primary input to primary output" \
    tool_warnings 35 \
    synthCells 28 \
    fp.dieArea_um2 6400 \
    timing.final.max_slew_violations 0 \
    grt_first_pass_wirelength_um 1450 \
    fillCellCount 394 \
    share_of_synthesized_cell_area_in_full_adder_half_adder_and_majority_cells_pct 11.6 \
    setup.worst_path.start "b[1]" \
    remaining_drc_errors 0 \
    fmax_mhz 650 \
    flop-count 0 \
    route.final.wire_length_um 946 \
    synthesis.yosys.warnings 0 \
    postLayoutCoreUtil_pct 16.7 \
    setup.worst_path.class "primary input to primary output" \
    drt_pass1_iterations 2 \
    wl_per_cell_um 9.37 \
    cpMaxStageDelayCell "sky130_fd_sc_hd__or2_4" \
    finalWeightedCongestion 0.751 \
    grt_max_degree 5 \
    netlist.top_cell.by_area "sky130_fd_sc_hd__or2_2" \
    leakage_nw 0.258 \
    hold_path_end "bb[3]" \
    placement_stage_worst_setup_slack_ns -1.06 \
    yosysSeqAreaShare_pct 0 \
    rsz_0062_raised_after_global_routing "true" \
    start_kind "primary input" \
    io_pins 20 \
    post_synth_mux_area_share_pct 5.23 \
    number_of_cells_on_the_worst_hold_path 3 \
    post-route-period-util_pct 118 \
    layout.area.seq_um2 0 \
    final_antenna_net_count 0 \
    power_per_cell_area_nw_per_um2 306 \
    layout.cell_area.non_filler_um2 572 \
    antenna_cells 0 \
    drv.max_cap_violation_count 0 \
    antenna_found_initial 0 \
    timing.final.ws_setup_ns -0.238 \
    path_max_fanout 2 \
    post_route_cells_drive_above_1_share_pct 72.7 \
    clockBufferCount 0 \
    ys_types 18 \
    dr_total_vias 297 \
    finalHoldViolCount 0 \
    buffer_ports.inserted 20 \
    layout_top_cells "sky130_fd_sc_hd__buf_4 (10), sky130_fd_sc_hd__buf_6 (6), sky130_fd_sc_hd__buf_2 (5)" \
    crit_required_ns 1.04 \
    first_global_vias 295 \
    design.core.area_um2 3420 \
    logic_family "simple AND/OR/NAND/NOR gates" \
    worst_hold_startpoint "b[3]" \
    setup_tns_ns -0.455 \
    critPathCaptureType "primary output" \
    synth.yosys.num_cells 28 \
    avgViaCountPerCell 2.94 \
    worst-slew-pin-transition_ns 0.230 \
    initCoreUtil_pct 6.30 \
    globalRoute.totalOverflow 0 \
    synth.cell_area_um2 215 \
    area_share_of_and_or_or_and_cells_after_synthesis_pct 15.7 \
]
[where the power goes]
group / internal, mW / total [mW] / switching, mW
Clock: 0 / 0 / 0
Combinational: 0.114 / 0.175 / 0.0608
Sequential: 0 / 0 / 0
[layer usage]
layer	track usage [%]	up-vias	part of all wire, %
li1	-	148	-
met1	4.22	131	50
met2	3.61	18	34
met3	1.02	0	16
met4	0	0	0
met5	0	-	0
[worst max-delay path by stage]
stage                 endpoint  cells after the start
after CTS                 c[2]                      7
after global routing      c[2]                      7
final                     c[2]                      7
[cell families (layout without fill, tap and decap cells)]
kind of cell    count (synthesis)  in the layout
buf+inv                         8             35
mux                             1              1
compound gates                  4              4
simple gates                   13             13
fa+ha+maj                       2              2
[stage by stage]
stage	power (mW)	cells
2_1_floorplan	0.0535	28
3_3_place_gp	0.149	96
3_5_place_dp	0.151	96
4_1_cts	0.163	99
5_1_grt	0.193	101
6_report	0.175	101
[cells in the mapped netlist]
cell                            number
sky130_fd_sc_hd__a31oi_1             1
sky130_fd_sc_hd__ha_1                2
sky130_fd_sc_hd__nor4_1              1
sky130_fd_sc_hd__o22ai_1             1
sky130_fd_sc_hd__inv_2               2
sky130_fd_sc_hd__nand3_1             1
sky130_fd_sc_hd__buf_4               4
sky130_fd_sc_hd__inv_1               1
sky130_fd_sc_hd__o41ai_2             1
sky130_fd_sc_hd__nand4_1             1
sky130_fd_sc_hd__dlygate4sd1_1       1
sky130_fd_sc_hd__nand2b_4            1
sky130_fd_sc_hd__a21oi_1             1
sky130_fd_sc_hd__mux2_2              1
sky130_fd_sc_hd__nor2b_1             1
sky130_fd_sc_hd__nor2b_4             1
sky130_fd_sc_hd__or2_2               5
sky130_fd_sc_hd__nand2b_1            2
[critical path, delay by kind of cell]
kind	cells	cell delay [ns]
and+or+nand+nor	2	0.34
AOI/OAI and AO/OA	2	0.30
buffers and inverters	2	0.22
adders and majority gates	1	0.16
[final cells by class]
class                      instances  area, um2  area share (%)
timing repair buffer              32        273            47.7
inverter                           3       18.8            3.28
tap                               46       57.6            10.1
multi-input combinational         20        223            38.9
[timing repair]
| item | 4_1_cts | 5_1_grt |
|---|---|---|
| resized | 61 | 7 |
| setup endpoints to repair | 12 | 4 |
| setup buffers | 3 | 2 |
| pin swaps | 6 | 3 |
Power and IR drop assume default switching activity.
