--- ./constraint.sdc ---
current_design data_memory

set clk_period 2.3
set clk_io_pct 0.2

create_clock -name clk0 -period $clk_period [get_ports {clk}]

set non_clock_inputs [all_inputs -no_clocks]
set_input_delay [expr $clk_period * $clk_io_pct] -clock clk0 $non_clock_inputs
set_output_delay [expr $clk_period * $clk_io_pct] -clock clk0 [all_outputs]
--- ./run.sh ---
#!/bin/bash
# OpenROAD 26Q1-2900-gdf79404cd8, Yosys 0.63+post, stock flow scripts
make -C /OpenROAD-flow-scripts/flow DESIGN_CONFIG=/design/flow/config.mk WORK_HOME=/design/flow/orfs finish
--- ./design.v ---
module data_memory(
		input [3:0]address,
		input [3:0]write_data,
		input clk,
		input clr,
		input mrd,
		input mwr,
		output reg [3:0]read_data);
reg [3:0]mem[15:0];
always@(posedge clk)
begin
	if(!clr)
	begin
		mem[0]<=0;
		mem[1]<=1;
		mem[2]<=2;
		mem[3]<=3;
		mem[4]<=4;
		mem[5]<=5;
		mem[6]<=6;
		mem[7]<=7;
		mem[8]<=8;
		mem[9]<=9;
		mem[10]<=10;
		mem[11]<=11;
		mem[12]<=12;
		mem[13]<=13;
		mem[14]<=14;
		mem[15]<=15;
	end
	else
	begin
		if(!mrd)
		read_data<=mem[address];
		else if(!mwr)
		mem[address]<=write_data;
	end
end
endmodule
module test_data_memory();
reg clk,clr,mrd,mwr;
reg [3:0]address;
reg [3:0]write_data;
wire [3:0]read_data;
data_memory i_dm(address,write_data,clk,clr,mrd,mwr,read_data);
initial 
clk=0;
always
#5 clk=~clk;
initial
begin
clr=0;
#30 clr=1;mrd=1;mwr=1;
#30 mrd=0; address=7;
#30 mrd=1; mwr=0; write_data=11; address=5;
#30 mrd=0; mwr=1; address=5;
end
endmodule
--- ./config.mk ---
export PLATFORM = sky130hd
export DESIGN_NAME = data_memory
export DESIGN_NICKNAME = data_memory
export VERILOG_FILES = /design/flow/design.v
export SDC_FILE = /design/flow/constraint.sdc
export NUM_CORES = 4
export LEC_CHECK = 1
export CORE_UTILIZATION = 50
==> Slide: Implementation Results <==
Implementation Results

Die
  – Row count: 28
  – Initial Util: 52.9%
  – Die Ht: 81.8 um
  – Die area: 0.00669 mm^2
  – Io pins: 16
  – Die X: 81.8 um
  – Core Region: 0.00603 mm^2

Run status
  – Status: completed

Layout
  – Share of cells above drive strength 1: 20.5%
  – Commonest Layout Cell: edfxtp_1
  – Post-Layout Inst Area: 0.00383 mm^2
  – Area Overhead vs Synth: 20.1%
  – Top cells excl fill/tap: edfxtp_1, buf_4, nand2_1
  – Final-layout fill cell count: 426
  – Final non-filler cell total: 353

Clocking
  – Total CTS buffers: 9
  – Clock tree from TritonCTS: yes
  – Post-CTS setup buffer count: 0
  – Clk root buf: clkbuf_8
  – Worst skew pair latency: 0.33 ns
  – # resized after CTS: 0
  – Worst-path clk slew: 0.06 ns
  – Sink Count: 68
  – CTS Buffer Depth: 2
  – H-Tree Depth: 3
  – Post-CTS Hold Fix Bufs: 0

Placed design
  – Post-DP HPWL: 5240 um
  – Setup WS pre-CTS: -0.141 ns
  – Dpl cells: 337
  – Placed inst area: 0.00367 mm^2
  – IO Port Bufs: 15
  – RD Place Congestion: 0.916

Power and ir drop
  – Max VDD drop: 403 uV
  – Overall Power: 0.00248 W
  – P_leak: 1.39 nW
  – Seq pwr share: 58.4%
  – Int Power: 0.00194 W
  – Switching Share: 21.9%
  – Clk pwr share: 31.2%
  – Pwr/cell area: 648 mW/mm^2
  – Comb pwr share: 10.4%
  – Switch Pwr: 0.000544 W

Flow run
  – Tool Warnings: 25
  – Max-cap violation count: 0

STA
  – Final min period: 2.08 ns
  – Skew final: 0.00447 ns
  – Final slew viol count: 0
  – Setup violations, final: 0
  – Worst-Margin Slew: 0.632 ns
  – Peak Freq: 0.480 GHz
  – Final Hold Fails: 0
  – RSZ-0062 raised after global routing: false
  – Post-route clock period utilization: 90.6%
  – PnR worst setup slack: 0.215 ns
  – Max-slew headroom: 57.8%

Critical path
  – Largest stage delay, worst path: 0.61 ns
  – Critical Path AT: 2.17 ns
  – Worst path slowest cell: mux4_1
  – Worst setup SP type: input pin
  – Maximum fanout along the worst path: 18
  – CP endpoint kind: register
  – Worst-path cell chain: clkdlybuf4s50_1 -> buf_12 -> mux4_1 -> a22oi_1 -> nand2_1
  – Crit path kind: in -> reg
  – Crit path required time: 2.38 ns

Route
  – Drt initial violations: 140
  – DRC: 0
  – WL final: 7330 um
  – Vias: 2088
  – Wire length per cell: 20.8 um
  – Routed vias/inst: 5.92
  – ANT cells: 0
  – Final ANT Viol Nets: 0
  – DRT Pass-1 Iters: 4

Logic synthesis
  – Sequential area share after synthesis: 64.1%
  – Ys cells: 220
  – Synthesized area: 0.00319 mm^2
  – Post-synth top area share: 64.1%
  – Yosys chip area: 0.00319 mm^2
  – FFs w/ async S/R, synth: 0%
  – Unique masters post-synth: 24
  – Yosys Warn Count: 1
  – Syn Inst Count: 220
  – Post-Syn Area per Cell: 14.5 um^2
  – Top_reg_cell synth: edfxtp_1
  – Synth area leader: edfxtp_1
  – Synth flops: 68
  – Main area contributors: edfxtp_1, mux4_1, nand2_1, nor2_1, o21ai_1
  – Post-synth EDFFs: 68

Global route
  – Vias in the first global route: 2178
  – First-pass GRT wire length: 11700 um
  – Largest net degree at the start of global routing: 19
  – GR Overflow Total: 0
  – Total GRT Usage: 27.3%
  – Initial antenna violation count: 0

Min path
  – HP Class: reg -> reg
## stage by stage
stage / TNS [ns] / hold WS, ns / util [%]
global route: 0 / 0.809 / 63.5
floorplan: 0 / 0.639 / -
finish: 0 / 0.749 / 63.5
global placement: -0.889 / 0.718 / 61.0
CTS: 0 / 0.749 / 63.5
detailed placement: -1.09 / 0.737 / 61.0
## power by group through the flow
stage | Sequential (W) | Clock (W) | Combinational, W
4_1_cts | 0.00145 | 0.000784 | 0.000257
5_1_grt | 0.00145 | 0.000842 | 0.000279
6_report | 0.00145 | 0.000775 | 0.000257
## cell type report
class / instances / area, um^2 / area share, %
sequential: 68 / 2040 / 53.4
multi-input combinational: 137 / 1050 / 27.5
timing repair buffer: 56 / 483 / 12.6
clock buffer: 12 / 135 / 3.53
tap: 75 / 93.8 / 2.45
clock inverter: 4 / 16.3 / 0.425
inverter: 1 / 3.75 / 0.0981
## flip-flops by register name, indices dropped and copies added (netlist names)
name / count
mem: 64
read_data: 4
## cell usage after synthesis, types with 2 or more instances
cell,count
clkbuf_1,7
buf_6,2
and3_1,12
edfxtp_1,68
or3_1,12
nor2_1,26
nor2b_1,3
o21ai_1,16
nand2_1,31
buf_2,3
mux4_1,16
and2_1,3
nand2b_1,3
a22oi_1,8
## final timing paths
kind	from	to	slack [ns]	depth (start not counted)
setup / recovery	address[0]	read_data[0]	0.22	5
hold / removal	mem[13][0]	read_data[0]	0.75	3
setup reg to reg	mem[1][0]	read_data[0]	0.74	3
hold reg to reg	mem[13][0]	read_data[0]	0.75	3
## kinds of logic after synthesis
logic type      synth area share [%]
mux                             13.2
compound gates                  4.40
flops                           64.1
simple gates                    15.4
buf+inv                         2.87
## critical path: cells and delay by family
kind | cells | cell delay, ns
AND/OR/NAND/NOR | 1 | 0.09
AND-OR/OR-AND | 1 | 0.31
buffers and inverters | 2 | 0.70
multiplexers | 1 | 0.61
## metal layers
metal	up-vias	GRT usage, %	part of all wire (%)
met4	0	4.74	1.5
met2	83	38.6	46
li1	959	-	-
met5	-	0	0
met3	9	12.5	10
met1	1037	44.2	42
Power is estimated from default activity; no workload was simulated.
